==> /design/flow/design.v <==
`timescale 1ns / 1ps
module clk_div_disp(
    input clk,
    input reset,
    output slow_clk,
    output time_clk
    );
    reg [16:0] slow;
    reg [19:0] time_count;
    reg slow_reg;
    reg time_c;
    assign slow_clk = slow_reg;
    assign time_clk = time_c;
    always @(posedge clk) begin
        if (time_count < 500000) begin 
            time_count <= time_count + 1;
          end
        else begin
            time_c <= ~time_c;
            time_count <= 0;
          end
    end
    always @(posedge clk) begin
        if (slow < 100000) begin 
            slow <= slow + 1;
          end
        else begin
            slow_reg <= ~slow_reg;
            slow <= 0;
          end
    end
endmodule
`timescale 1ns / 1ps
module hexto7segment(
    input [3:0] x,
    output reg [6:0] r
    );
    always @(*)
        case(x)
            4'b0000: r = 7'b0000001;
            4'b0001: r = 7'b1001111;
            4'b0010: r = 7'b0010010;
            4'b0011: r = 7'b0000110;
            4'b0100: r = 7'b1001100;
            4'b0101: r = 7'b0100100;
            4'b0110: r = 7'b0100000;
            4'b0111: r = 7'b0001111;
            4'b1000: r = 7'b0000000;
            4'b1001: r = 7'b0000100;
        endcase
endmodule
`timescale 1ns / 1ps
module stopwatch(
    input clk,
    input toggle,
    input reset,
    input [1:0] mode,
    input [7:0] sw,
    output reg [3:0] reg_d0,  
    output reg [3:0] reg_d1,  
    output reg [3:0] reg_d2,  
    output reg [3:0] reg_d3   
    );
    reg toggle_ff;
    reg ss = 1;
    reg finish;
    reg idle = 1;
always @ (posedge clk) begin
    toggle_ff <= toggle;
    if( toggle_ff && !toggle)
        ss <= ~ss;
end
always @ (posedge clk) begin
    if (mode == 2'b00) begin
        if (ss == 1 && reset == 1)  
             begin 
                reg_d0 <= 0;  
                reg_d1 <= 0;  
                reg_d2 <= 0;  
                reg_d3 <= 0;  
                finish = 0;
            end
        else if (ss == 1 && reset != 0) 
           begin
           reg_d0 <= reg_d0;
           reg_d1 <= reg_d1;
           reg_d2 <= reg_d2;
           reg_d3 <= reg_d3;
           end
           else if (ss != 1 && finish != 1)
              begin
              if(reg_d0 == 9) begin           
                 reg_d0 <= 0;                          
                   if (reg_d1 == 9) begin          
                      reg_d1 <= 0;                  
                         if (reg_d2 == 9) begin
                           reg_d2 <= 0;       
                                if(reg_d3 == 9)begin
                                  reg_d2 <= 9;
                                  reg_d1 <= 9;
                                  reg_d0 <= 9;
                                  finish = 1;
                                end else
                                reg_d3 <= reg_d3 + 1; 
                          end else                      
                          reg_d2 <= reg_d2 + 1;
                        end else                             
                        reg_d1 <= reg_d1 + 1; 
                  end else                                    
                  reg_d0 <= reg_d0 + 1;
               end
     end
     if (mode == 2'b01) begin
         if(ss == 1 && reset == 0 && idle == 1) begin
              reg_d0 <= 0;  
              reg_d1 <= 0;  
              reg_d2 <= sw[3:0];  
              reg_d3 <= sw[7:4];  
              finish = 0;
              end
      if (ss == 1 && reset ==1)  
            begin 
              reg_d0 <= 0;  
              reg_d1 <= 0;  
              reg_d2 <= sw[3:0];  
              reg_d3 <= sw[7:4];  
              finish = 0;
              idle = 1;
            end
      else if (ss == 1 && reset != 0) 
           begin
             reg_d0 <= reg_d0;
             reg_d1 <= reg_d1;
             reg_d2 <= reg_d2;
             reg_d3 <= reg_d3;
             idle = 1;
           end
      else if (ss != 1 && finish != 1)
          begin
              idle = 0;
                if(reg_d0 == 9) begin              
                  reg_d0 <= 0;                          
                    if (reg_d1 == 9) begin          
                       reg_d1 <= 0;                  
                          if (reg_d2 == 9) begin     
                          reg_d2 <= 0;       
                          if(reg_d3 == 9)begin
                          reg_d2 <= 9;
                          reg_d1 <= 9;
                          reg_d0 <= 9;
                          finish = 1;
                          end else
                          reg_d3 <= reg_d3 + 1; 
                          end else                      
                          reg_d2 <= reg_d2 + 1;
                    end else                             
                    reg_d1 <= reg_d1 + 1; 
                end else                                    
                reg_d0 <= reg_d0 + 1;
          end
      end
    if (mode == 2'b10) begin
         if (ss == 1 && reset ==1)
         begin 
             reg_d0 <= 9;
             reg_d1 <= 9;
             reg_d2 <= 9;
             reg_d3 <= 9;
         end
         else if (ss == 1 && reset != 0) 
         begin
             reg_d0 <= reg_d0;  
             reg_d1 <= reg_d1;  
             reg_d2 <= reg_d2;  
             reg_d3 <= reg_d3;  
         end
         else if (ss != 1 && finish == 0) begin
           if(reg_d0 == 0) begin
              reg_d0 <= 9;
              if (reg_d1 == 0) begin
                     reg_d1 <= 9;
                     if (reg_d2 == 0) begin
                             reg_d2 <= 9; 
                             if(reg_d3 == 0) begin
                                 reg_d0 <= 0;
                                 reg_d1 <= 0;
                                 reg_d2 <= 0;
                                 reg_d3 <= 0;
                                 finish = 1;
                             end else
                                 reg_d3 <= reg_d3 - 1;
                         end else
                             reg_d2 <= reg_d2 - 1;
                  end else
                      reg_d1 <= reg_d1 - 1; 
           end else 
             reg_d0 <= reg_d0 - 1;
          end
    end
    if (mode == 2'b11) begin
      if (ss == 1 && reset == 0  && idle == 1) begin
          reg_d0 <= 0;
          reg_d1 <= 0;
          reg_d2 <= sw[3:0];
          reg_d3 <= sw[7:4];
      end
      else if (ss == 1 && reset != 0) begin
          reg_d0 <= reg_d0;  
          reg_d1 <= reg_d1;  
          reg_d2 <= reg_d2;  
          reg_d3 <= reg_d3;  
          idle = 1;
      end
      else if (ss != 1 && finish == 0) begin  
        idle = 0;
        if(reg_d0 == 0) begin
              reg_d0 <= 9;
              if (reg_d1 == 0) begin
                     reg_d1 <= 9;
                     if (reg_d2 == 0) begin
                             reg_d2 <= 9; 
                             if(reg_d3 == 0) begin
                                 reg_d0 <= 0;
                                 reg_d1 <= 0;
                                 reg_d2 <= 0;
                                 reg_d3 <= 0;
                                 finish = 1;
                             end else
                              reg_d3 <= reg_d3 - 1;
                     end else
                     reg_d2 <= reg_d2 - 1;
              end else
              reg_d1 <= reg_d1 - 1; 
        end else 
        reg_d0 <= reg_d0 - 1;
        end            
 end
end
endmodule
`timescale 1ns / 1ps
module time_multiplex_main(
    input clk,
    input toggle,
    input reset,
    input [7:0] sw,
    input [1:0] mode,
    output dp,
    output [3:0] an,
    output [6:0] sseg
    );
    wire [6:0] in0, in1, in2, in3;
    wire slow_clk;
    wire time_clk;
    wire [3:0] reg_d0;  
    wire [3:0] reg_d1;  
    wire [3:0] reg_d2;  
    wire [3:0] reg_d3;  
    hexto7segment c1 (.x(reg_d0), .r(in0));
    hexto7segment c2 (.x(reg_d1), .r(in1));
    hexto7segment c3 (.x(reg_d2), .r(in2));
    hexto7segment c4 (.x(reg_d3), .r(in3));
    clk_div_disp clock (.clk(clk), .reset(reset), .slow_clk(slow_clk), .time_clk(time_clk));
    stopwatch stopwatch_a (
        .clk(time_clk),
        .toggle(toggle),
        .reset(reset),
        .mode(mode[1:0]),
        .sw(sw[7:0]),
        .reg_d0(reg_d0),
        .reg_d1(reg_d1),
        .reg_d2(reg_d2),
        .reg_d3(reg_d3));
    time_fsm c6 (
        .clk(slow_clk),
        .reset(reset),
        .in0(in0),
        .in1(in1),
        .in2(in2),
        .in3(in3),
        .dp(dp),
        .an(an),
        .sseg(sseg));   
endmodule
`timescale 1ns / 1ps
module time_fsm(
    input clk,
    input reset,
    input [6:0] in0,
    input [6:0] in1,
    input [6:0] in2,
    input [6:0] in3,
    output reg dp,
    output reg [3:0] an,
    output reg [6:0] sseg
    );
    reg [1:0] state;
    reg [1:0] next;
    always @ (*) begin
        case(state)
            2'b00: next = 2'b01;
            2'b01: next = 2'b10;
            2'b10: next = 2'b11;
            2'b11: next = 2'b00;
        endcase
    end
    always @ (*) begin
        case(state)
            2'b00: sseg = in0;
            2'b01: sseg = in1;
            2'b10: sseg = in2;
            2'b11: sseg = in3;
        endcase
        case(state)
            2'b00: begin 
                    an = 4'b1110;
                    dp =1;
                    end
            2'b01: begin 
                    an = 4'b1101;
                    dp =1;
                    end
            2'b10: begin 
                    an = 4'b1011;
                   dp = 0;
                   end
            2'b11: begin 
                    an = 4'b0111;
                   dp =1;
                   end
        endcase
    end
    always @ (posedge clk or posedge reset) begin
        if (reset)
            state <= 2'b00;
        else
            state <= next;
    end
endmodule
==> /design/flow/run.sh <==
#!/bin/bash
# OpenROAD 26Q1-2900-gdf79404cd8, Yosys 0.63+post, stock flow scripts
make -C /OpenROAD-flow-scripts/flow DESIGN_CONFIG=/design/flow/config.mk WORK_HOME=/design/flow/orfs finish
==> /design/flow/config.mk <==
export PLATFORM = sky130hd
export DESIGN_NAME = time_multiplex_main
export DESIGN_NICKNAME = time_multiplex_main
export VERILOG_FILES = /design/flow/design.v
export SDC_FILE = /design/flow/constraint.sdc
export NUM_CORES = 4
export LEC_CHECK = 1
export CORE_UTILIZATION = 30
==> /design/flow/constraint.sdc <==
current_design time_multiplex_main

set clk_period 5.0
set clk_io_pct 0.2

create_clock -name clk0 -period $clk_period [get_ports {clk}]

set non_clock_inputs [all_inputs -no_clocks]
set_input_delay [expr $clk_period * $clk_io_pct] -clock clk0 $non_clock_inputs
set_output_delay [expr $clk_period * $clk_io_pct] -clock clk0 [all_outputs]
==> results_dict.tcl <==
# flow metrics
set metrics [dict create \
    power_density_nw_per_um2 130.7 \
    seqCellArea_um2 1893 \
    synth_area_um2 5469 \
    finalWeightedCongestion 0.9670 \
    chipHeight_um 137.0 \
    cp.arrival_ns 1.54 \
    antenna_found_initial 0 \
    comb_area_um2 3288 \
    first_global_vias 4622 \
    diodes 0 \
    cp_slowest_cell "and3_1" \
    cts-hold-fix-buffers 0 \
    end_kind "register" \
    edf_count 19 \
    final_cells 917 \
    ir_worst_vdd_uv 104.4 \
    start_kind "register" \
    cts_resized 0 \
    syn_avg_cell_area_um2 7.791 \
    clock_skew_ns 0.003556 \
    tns_ns 0 \
    clk_pin_slew_ns 0.05 \
    crit_type "reg2reg" \
    hold_violations 0 \
    fill_cells 1878 \
    grt_usage_pct 16.16 \
    outcome "complete, no violations" \
    port_buffers 24 \
    cts-root-buf "clkbuf_16" \
    drt_wl_total_um 14560 \
    dr.pass1.iters 7 \
    cts_tree "built" \
    relSlewSlack_pct 42.65 \
    cpPeakStageDelay_ns 0.54 \
    synth_chip_area_um2 5469 \
    setup_violations 0 \
    p_leak_nw 2.132 \
    routedWlPerCell_um 15.87 \
    yosysCellCount 702 \
    overflow 0 \
    drv_slew 0 \
    num_io_pins 25 \
    dp.cells 910 \
    hold_class "reg2reg" \
    dieArea_um2 18770 \
    ys.flop_type "dfxtp_1" \
    period_minus_slack_ns 1.632 \
    log.warning_count 28 \
    yosysWarnings 4 \
    period_used_pct 32.64 \
    htreeDepth 2 \
    busiest_layer "met2" \
    drc 0 \
    met2_usage_pct 26.12 \
    clock_latency_ns 0.28 \
    grt_util_met3_pct 1.852 \
    post-place-ws_ns 3.370 \
    max_cap_violations 0 \
    cts_inserted_buffers 5 \
    drt-initial-drc-count 389 \
    grt_use_met1_pct 23.74 \
    postSynth.asyncResetShare_pct 4.396 \
    area_growth_pct 8.511 \
    fin_area_um2 5934 \
    holdWs_ns 0.4478 \
    drive_gt1_share_pct 5.523 \
    fp.coreArea_um2 17900 \
    untimed_endpoints 81 \
    netlist_instances 702 \
    cts_setup_buffers 0 \
    final_cell_mix "nor2_1, nand2_1, a21oi_1" \
    max_slew.worst_pin.slew_ns 0.8536 \
    die_w_um 137.0 \
    clock_path_buffers 2 \
    final_util_pct 33.15 \
    cp_cell_sequence "o21a_1 -> o211ai_1 -> nand2_1 -> and3_1" \
    hpwl_um 10620 \
    unclocked_pins 52 \
    num_rows 49 \
    cp_max_fo 17 \
    fin_ws_ns 3.368 \
    total_power_uw 775.8 \
    worst_ep_required_time_ns 4.91 \
    place_area_um2 5802 \
    ys_ff 91 \
    viasPerCell 5.532 \
    fp_util_pct 30.55 \
    largest_reg_flops 20 \
    vias 5073 \
    layout_top_cell "nor2_1" \
    grt_setup_unrepaired "no" \
    ant_nets 0 \
    grt_max_degree 35 \
    grt_pass1_wl_um 23640 \
    synth_cell_types 85 \
    fmax_mhz 612.7 \
]
## power breakdown
group / total [mW] / internal [mW] / switching, mW
sequential: 0.361 / 0.341 / 0.0201
combinational: 0.124 / 0.0485 / 0.0759
clock: 0.290 / 0.182 / 0.108
## cell type report
| cell class | instances | area share (%) |
|---|---|---|
| clock buffers | 7 | 2.235 |
| flip-flops and latches | 91 | 31.90 |
| repair buffers | 28 | 4.554 |
| well taps | 229 | 4.828 |
| multi-input cells | 545 | 55.41 |
| inverters | 17 | 1.075 |
## critical path: cells and delay by family (launching register included)
kind	cells	cell delay (ns)
flip-flops	1	0.41
AND/OR/NAND/NOR	2	0.63
AND-OR/OR-AND	2	0.22
## metal layers
metal	routed length, µm	up-vias	part of all wire, %
li1	-	2523	-
met1	6668	2336	46
met2	6755	188	46
met3	894	26	6.1
met4	238	0	1.6
met5	0	-	0
## worst paths after layout
| path | start | end | slack, ns | cells past startpoint |
|---|---|---|---|---|
| max | clock.slow[6] | clock.slow_reg | 3.37 | 4 |
| min | clock.slow[0] | clock.slow[0] | 0.45 | 1 |
| max reg2reg | clock.slow[6] | clock.slow_reg | 3.37 | 4 |
| min reg2reg | clock.slow[0] | clock.slow[0] | 0.45 | 1 |
## cells by family (layout without fill, tap and decap cells)
| family | after synthesis | count (layout) | synth area share, % |
|---|---|---|---|
| latches | 28 | 28 | 7.687 |
| buffers and inverters | 66 | 52 | 5.262 |
| AND-OR/OR-AND | 197 | 197 | 23.61 |
| flip-flops | 63 | 63 | 26.93 |
| multiplexers | 4 | 4 | 0.7550 |
| AND/OR/NAND/NOR | 298 | 298 | 28.05 |
| other | 1 | 1 | 0.06857 |
| adder cells (fa/ha/maj) | 7 | 7 | 1.556 |
| XOR/XNOR | 38 | 38 | 6.086 |
## cell usage after synthesis (4+ instances only)
master | number | area [µm²]
nor2_1 | 96 | 360.4
nand2_1 | 68 | 255.2
a21oi_1 | 65 | 325.3
dfxtp_1 | 40 | 800.8
o21ai_0 | 29 | 145.1
dlxtn_1 | 28 | 420.4
clkbuf_1 | 27 | 101.4
nand3_1 | 23 | 115.1
nor3_1 | 21 | 105.1
xor2_1 | 21 | 183.9
edfxtp_1 | 19 | 570.6
inv_1 | 17 | 63.81
xnor2_1 | 17 | 148.9
buf_2 | 13 | 65.06
o21ai_1 | 12 | 60.06
o22ai_1 | 10 | 62.56
nor4_1 | 9 | 56.30
or3_1 | 9 | 56.30
a31oi_1 | 8 | 50.05
a222oi_1 | 7 | 70.07
and3_1 | 7 | 43.79
nand4_1 | 7 | 43.79
a211o_1 | 6 | 52.55
ha_1 | 6 | 75.07
o211ai_1 | 6 | 45.04
o31ai_1 | 6 | 45.04
nand3b_1 | 5 | 37.54
nor2b_1 | 5 | 31.28
nor3b_1 | 5 | 37.54
o21a_1 | 5 | 37.54
a211oi_1 | 4 | 30.03
a21o_1 | 4 | 30.03
a22oi_1 | 4 | 30.03
buf_4 | 4 | 30.03
nand2b_1 | 4 | 25.02
nor3_2 | 4 | 40.04
o2bb2ai_1 | 4 | 35.03
Power and IR drop assume default switching activity.
